File: /design/flow/run.sh
#!/bin/bash
# OpenROAD 26Q1-2900-gdf79404cd8, Yosys 0.63+post, stock flow scripts
make -C /OpenROAD-flow-scripts/flow DESIGN_CONFIG=/design/flow/config.mk WORK_HOME=/design/flow/orfs finish
File: /design/flow/config.mk
export PLATFORM = sky130hd
export DESIGN_NAME = data_mem
export DESIGN_NICKNAME = data_mem
export VERILOG_FILES = /design/flow/design.v
export SDC_FILE = /design/flow/constraint.sdc
export NUM_CORES = 4
export LEC_CHECK = 1
export CORE_UTILIZATION = 30
File: /design/flow/constraint.sdc
current_design data_mem

set clk_period 8.6
set clk_io_pct 0.2

create_clock -name clk0 -period $clk_period [get_ports {clk}]

set non_clock_inputs [all_inputs -no_clocks]
set_input_delay [expr $clk_period * $clk_io_pct] -clock clk0 $non_clock_inputs
set_output_delay [expr $clk_period * $clk_io_pct] -clock clk0 [all_outputs]
File: /design/flow/design.v
package definitions;
typedef enum logic[8:0] {
  NOP = 9'b000000000,
  PSH = 9'b110101101,      
  INC = 9'b110000000,    
  DEC = 9'b110000001,    
  MVR = 9'b101000010,    
  MVL = 9'b101000011,
  CBF = 9'b111110110,
  CBB = 9'b100110111,
  POP = 9'b100001101
} op_code;
endpackage  
module data_mem #(parameter AW=8)(
  input              clk,                 
  input    [AW-1:0]  memReadAddress,      
  input    [AW-1:0]  memWriteAddress,
  input              ReadMem,       
  input              WriteMem,        
  input       [7:0]  memDataIn,       
  output logic[7:0]  memDataOut);       
  logic [7:0] my_memory [2**AW];      
  always_comb               
    if(ReadMem) begin
      memDataOut = my_memory[memReadAddress];
    end else 
      memDataOut = 8'bZ;                
  always_ff @ (posedge clk)               
    if(WriteMem) begin
      my_memory[memWriteAddress] <= memDataIn;
    end
endmodule
==> changes_impl.md <==
## Flow update

- Status: completed
- Die Width: 516 um
- Max rail drop VDD: 0.000169 V
- Clock net sink count: 2048
- Most frequent cells in the layout: 2048 x edfxtp_1, 454 x mux4_2, 279 x nor2_1
- CTS resizes: 0
- Die Ht: 516 um
- Netlist Area Pre-Place: 79400 um2
- FILL cells: 24000
- Floorplan Utilization: 30.2%
- CP Capture Type: primary output
- Routed Antenna Nets: 0
- Grt ovf: 0
- Req. time, crit path: 6.88 ns
- Internal: 0.0159 W
- Number of port buffers: 33
- Ys cells: 3725
- CTS buffer count: 201
- Num rows: 188
- Slew HR: 26.8%
- Share of layout cells above drive strength 1: 22.5%
- CTS H-tree depth: 4
- Cell count after synthesis: 3725
- Clock power share: 40.8%
- Full die area: 267000 um2
- CP Max Fanout: 38
- Ys Warns: 2
- Initial antenna violation count: 12
- Final WS setup: 0.815 ns
- Seq pwr share: 54.2%
- Yosys stat chip area: 79400 um2
- Total Wirelength: 197000 um
- Leakage: 27.2 nW
- Via density per instance: 5.02
- Sw Share: 21.5%
- Register share after synthesis: 77.5%
- IO Pins: 35
- Pre-antenna DRT Iters: 5
- Fmax: 128 MHz
- PD cells: 225 nW/um2
- Final Cycle Share: 90.5%
- Post-route minimum period: 7.79 ns
- CTS tree: yes
- Logic area: 16500 um2
- FF+latch area: 61500 um2
- First-pass GRT wire length: 285000 um
- Top cells by area: edfxtp_1 77%, mux4_2 13%, mux2i_1 1.7%, nor2_1 1.3%, a22oi_1 1.3%
- DR iter-0 viols: 2516
- Area leader, netlist: edfxtp_1
- CP startpoint kind: primary input
- CP Class: in2out
- Post-synthesis cell type count: 54
- Logic pwr share: 5.0%
- CP arrival: 6.07 ns
- CP endpoint: memDataOut[4]
- Vias in the first global route: 41500
- Max-area cell share: 77.5%
- Final setup vio count: 0
- Endpoints failing hold: 0
- DRC: 0
- RSZ-0062 raised after global routing: no
- Hold Path Class: in2reg
- WL per Instance: 26.0 um
- Root Driver: clkbuf_16
- Max-Cap Viols: 0
- Gpl congestion: 0.887
- Vias post-DR: 38100
- Area delta synth->final: 13.9%
- Core Box Area: 263000 um2
- Post-CTS Hold Buffers: 0
- NetSw: 0.00438 W
- Largest regs: my_memory x2048
- DP Worst Slack: 0.630 ns
- Worst-Margin Slew: 1.09 ns
- #FFs+latches synth: 2048
- Setup crit start: memReadAddress[0]
- Hold WS: 1.29 ns
- Max reg flops: 2048
- Maximum root-to-sink buffer count: 3
- Tool Warnings: 39
- Placed cell area: 84200 um2
- Setup TNS: 0 ns
- Postcts setup bufs: 0
- Final Max Slew Viols: 0
- GRT Util Overall: 16.0%
- Clock slew seen by the registers of the worst setup and hold paths: 0.06 ns
- Most instantiated logic cell after routing: edfxtp_1
- Largest net degree at the start of global routing: 120
- Mean area per synthesized cell: 21.3 um2
- DP HPWL: 121000 um
- Finished Cell Area: 90400 um2
- Largest Register: my_memory
cells in the mapped netlist, drive strengths merged:
cell,count
and2,6
and3,1
edfxtp,2048
nand2b,8
nor4,27
nor2,282
a22o,8
a22oi,133
nor3b,1
mux2i,134
buf,122
nor2b,31
and3b,2
clkbuf,111
a21boi,1
a31oi,2
a221oi,14
o211ai,10
o21ai,12
or2b,1
nor3,22
a21oi,96
o22ai,28
clkinv,1
nand4,10
a211oi,16
nand3,34
o311ai,1
or3b,1
or2,4
a2111oi,5
a311oi,2
nor4b,1
nand3b,2
mux4,456
o32ai,5
o221ai,47
mux2,1
nand2,33
o22a,5
inv,1
metrics by stage:
stage,power (W),instances,util (%)
after floorplan,0.0118,3725,-
after global placement,0.0122,7199,32.0
after detailed placement,0.0123,7199,32.0
after CTS,0.0205,7571,34.4
after global routing,0.0209,7574,34.4
final,0.0203,7578,34.4
worst max-delay path, stage by stage:
cell             delay (ns)
buf_8                  0.46
buf_12                 0.39
buf_4                  0.37
mux4_2                 0.56
a211oi_1               0.49
nor3_1                 0.10
nor4_1                 0.94
buf_4                  0.24
nor4_1                 0.05
buf_4                  0.21
clkdlybuf4s50_1        0.40
layer usage:
| metal | GRT usage, % | wire [um] | vias up | share of wire [%] |
|---|---|---|---|---|
| met2 | 24.6 | 95100 | 2119 | 48 |
| met5 | 0.631 | 234 | - | 0.12 |
| met3 | 11.5 | 31100 | 318 | 16 |
| li1 | - | - | 16000 | - |
| met1 | 18.0 | 64400 | 19600 | 33 |
| met4 | 4.31 | 6290 | 10 | 3.2 |
cell families (layout without fill, tap and decap cells):
kind of cell,count (synthesis),after routing,synth area share (%)
AND-OR/OR-AND,385,385,3.43
multiplexers,591,591,14.6
other,0,7,0
buffers and inverters,235,566,1.83
flip-flops,2048,2048,77.5
AND/OR/NAND/NOR,466,466,2.63
power groups by stage:
stage | clock network (W) | logic, W | registers [W]
final | 0.00828 | 0.00102 | 0.0110
after global routing | 0.00882 | 0.00109 | 0.0110
after CTS | 0.00845 | 0.00104 | 0.0110
layout make-up:
type                       count  share of cell area [%]
sequential                  2048                    68.0
clock inverter               123                    1.14
timing repair buffer         192                    1.94
inverter                       2                 0.00830
antenna                        7                  0.0194
tap                         3515                    4.86
multi-input combinational   1442                    18.2
clock buffer                 249                    5.78
how the worst min path moves through the flow:
stage	startpoint	to	slack, ns	depth (start not counted)
CTS	memDataIn[7]	my_memory[76][7]	1.24	1
global route	memDataIn[7]	my_memory[83][7]	1.27	1
finish	memDataIn[7]	my_memory[83][7]	1.29	1
Power is estimated from default activity; no workload was simulated.
