## /design/flow/design.v

```verilog
package definitions;
typedef enum logic[8:0] {
  NOP = 9'b000000000,
  PSH = 9'b110101101,      
  INC = 9'b110000000,    
  DEC = 9'b110000001,    
  MVR = 9'b101000010,    
  MVL = 9'b101000011,
  CBF = 9'b111110110,
  CBB = 9'b100110111,
  POP = 9'b100001101
} op_code;
endpackage  
import definitions::*;
module alu (
  input  [7:0]       alu_data_i ,   
        input op_i,       
  output logic [7:0] alu_result_o,    
  output logic       overflow_o     
);
always_comb                  
  begin
    alu_result_o   = 'd0;                      
    overflow_o       = 'd0;
  case (op_i)                    
  0: {overflow_o, alu_result_o} = alu_data_i + 9'b1;  
  1: {overflow_o, alu_result_o} = alu_data_i - 9'b1;  
    endcase
  end
endmodule 
```

## /design/flow/run.sh

```bash
#!/bin/bash
# OpenROAD 26Q1-2900-gdf79404cd8, Yosys 0.63+post, stock flow scripts
make -C /OpenROAD-flow-scripts/flow DESIGN_CONFIG=/design/flow/config.mk WORK_HOME=/design/flow/orfs finish
```

## /design/flow/config.mk

```make
export PLATFORM = sky130hd
export DESIGN_NAME = alu
export DESIGN_NICKNAME = alu
export VERILOG_FILES = /design/flow/design.v
export SDC_FILE = /design/flow/constraint.sdc
export NUM_CORES = 4
export LEC_CHECK = 1
export CORE_AREA = 10 10 70 70
export DIE_AREA = 0 0 80 80
```

## /design/flow/constraint.sdc

```tcl
current_design alu

set clk_period 3.7
set clk_io_pct 0.2

create_clock -name clk0 -period $clk_period

set non_clock_inputs [all_inputs -no_clocks]
set_input_delay [expr $clk_period * $clk_io_pct] -clock clk0 $non_clock_inputs
set_output_delay [expr $clk_period * $clk_io_pct] -clock clk0 [all_outputs]
```

==> out/qor.yml <==
dp_cells: 106
critPathMaxFanout: 3
cp.arrival_ns: 2.81
die_w_um: 80
cellInternalPower_uw: 66.3
holdWs_ns: 2.35
area_delta_synth_final_pct: 85.9
drt-initial-drc-count: 10
n_antenna_cell: 0
dieArea_um2: 6400
startpoint_type: "input pin"
min_path_cells: 3
setup_viol: 0
gp_congestion: 0.759
design.seq.count: 0
hp-class: "input pin to output pin"
stdcell_count: 106
wl_mm: 1.01
switchingPower_uw: 38.6
die_h_um: 80
grt_max_degree: 7
ir_worst_vdd_mv: 0.0492
final_area_um2: 609
core_area_um2: 3420
ant_nets: 0
ys_seq_share_pct: 0
run_status: "completed"
pwr-share-comb_pct: 100.0
top_logic_kind: "adder cells"
synth_top_cell_by_count: "ha_1"
worstSetupPathType: "input pin to output pin"
synth_cell_types: 21
crit_required_ns: 2.96
first_pass_iters: 2
synth_chip_area_um2: 328
dpl_cell_area_um2: 581
rsz0062_at_grt: "no"
crit_path_end_kind: "output pin"
yosysTopAreaCellShare_pct: 26.7
final-seq-area_um2: 0
port_buffers: 18
drcViolationCount: 0
synthCells: 40
simple_gate_share_pct: 14.1
fp_util_pct: 9.60
synth.cellmix.compoundShare_pct: 31.7
netlist_area_um2: 328
timing.fmax_ghz: 0.282
n_clock_buffer: 0
ys_warn_count: 1
log.warning_count: 32
tightest_slew_ns: 0.265
switching_share_pct: 36.8
ys_sh_adder_pct: 32.8
slew_headroom_pct: 82.2
ys_sh_xor_pct: 16.0
power_leakage_nw: 0.241
top_area_cell: "ha_1"
clkPwrFrac_pct: 0
sequentialPowerShare_pct: 0
grt_pass1_wl_mm: 1.51
period_needed_ns: 3.55
num_io_pins: 18
synth-cells-yosys: 40
holdPathEnd: "alu_result_o[1]"
fp-row-count: 21
viasPerCell: 3.39
grt_pass1_vias: 320
grtUsageTotal_pct: 2.84
top_cells_by_area: "ha_1 27%, xnor2_1 8.0%, xor2_1 8.0%, a21oi_1 6.1%, fa_1 6.1%"
final_max_slew_viol_count: 0
cts_hold_buf: 0
antenna_found_initial: 0
num_vias: 359
post-route-period-util_pct: 95.9
drive_gt1_share_pct: 15.0
min-delay-start: "op_i"
drv_cap: 0
powerDensity_nw_per_um2: 172
wire_per_inst_um: 9.48
fin_tns_setup_ns: 0
fillers: 385
finalHoldViolCount: 0
grt_overflow: 0
hpwl_um: 867
top_cells_by_count: "7 x ha_1, 4 x a21oi_1, 4 x nand2_1, 3 x xnor2_1, 3 x xor2_1"
ys_sh_mux_pct: 3.05
avgSynthCellArea_um2: 8.20
fin_util_pct: 17.8
==> worst max-delay path: stages <==
cell	delay, ns
clkdlybuf4s50_1	0.46
fa_2	0.41
a21o_2	0.24
a21oi_4	0.18
o21ai_0	0.13
xor2_1	0.16
clkdlybuf4s50_1	0.49
==> area by class of cell <==
class                      count  area, um2  share of cell area [%]
multi-input combinational     38        347                    56.9
timing repair buffer          20        198                    32.4
tap                           46       57.6                    9.45
inverter                       2       7.51                    1.23
==> metal layers <==
| metal | global-route usage (%) | wire [um] | up-vias |
|---|---|---|---|
| met3 | 1.36 | 127 | 0 |
| met4 | 0 | 0 | 0 |
| met2 | 3.85 | 374 | 13 |
| met1 | 4.17 | 503 | 150 |
| li1 | - | - | 196 |
| met5 | 0 | 0 | - |
==> cells by family (layout without fill, tap and decap cells) <==
group	after synthesis	in the layout
and+or+nand+nor	9	9
buffers and inverters	2	22
xor gates and xnor gates	6	6
AOI/OAI and AO/OA	14	14
adders and majority gates	8	8
muxes	1	1
==> per-stage QoR <==
step / power (mW) / setup slack, ns
after CTS: 0.102 / 0.00423
final: 0.105 / 0.153
after global routing: 0.116 / 0.0300
after detailed placement: 0.101 / 0.0372
after floorplan: 0.0433 / 1.11
after global placement: 0.101 / 0.0195
==> power by group through the flow <==
stage	clock (mW)	sequential (mW)	combinational, mW
4_1_cts	0	0	0.102
6_report	0	0	0.105
5_1_grt	0	0	0.116
==> what timing repair did <==
item | in CTS | in global routing
buffers inserted | 0 | 0
resized | 0 | 5
endpoints found under the hold margin | 0 | 0
endpoints found under the setup margin | 0 | 3
==> worst max path at each step <==
| stage | endpoint | slack [ns] | cells after the start | from |
|---|---|---|---|---|
| finish | alu_result_o[6] | 0.15 | 7 | alu_data_i[0] |
| global route | alu_result_o[6] | 0.03 | 7 | alu_data_i[0] |
| CTS | alu_result_o[6] | 0.004 | 7 | op_i |
==> placed cells by master (no fill, tap or decap) <==
cell / count
a21o_1: 1
a21oi_2: 1
a221oi_1: 1
inv_1: 2
nor3_1: 2
and4b_1: 1
a21oi_1: 3
clkdlybuf4s50_1: 17
o21ai_0: 2
o31ai_2: 1
a21o_2: 1
nand2_1: 4
buf_4: 2
mux2i_1: 1
ha_1: 6
xor2_1: 3
ha_4: 1
a21oi_4: 1
xnor2_1: 3
dlymetal6s2s_1: 1
o21a_1: 1
a211oi_2: 1
o21bai_1: 1
nor2b_1: 1
fa_2: 1
nand3_1: 1
Power is estimated from default activity; no workload was simulated.
